File: ./run.sh
#!/bin/bash
# OpenROAD 26Q1-2900-gdf79404cd8, Yosys 0.63+post, stock flow scripts
make -C /OpenROAD-flow-scripts/flow DESIGN_CONFIG=/design/flow/config.mk WORK_HOME=/design/flow/orfs finish
File: ./config.mk
export PLATFORM = sky130hd
export DESIGN_NAME = top
export DESIGN_NICKNAME = top
export VERILOG_FILES = /design/flow/design.v
export SDC_FILE = /design/flow/constraint.sdc
export NUM_CORES = 4
export LEC_CHECK = 1
export CORE_UTILIZATION = 40
File: ./constraint.sdc
current_design top

set clk_period 5.3
set clk_io_pct 0.2

create_clock -name clk0 -period $clk_period [get_ports {i_clk}]

set non_clock_inputs [all_inputs -no_clocks]
set_input_delay [expr $clk_period * $clk_io_pct] -clock clk0 $non_clock_inputs
set_output_delay [expr $clk_period * $clk_io_pct] -clock clk0 [all_outputs]
File: ./design.v
`timescale 1ns / 1ps
module alu
    #(
        parameter NB_DATA = 8,
        parameter NB_OPS = 6
    )
    (
        input signed [NB_DATA-1 : 0] i_data_a,
        input signed [NB_DATA-1 : 0] i_data_b,
        input [NB_OPS-1 : 0] i_ops,
        output signed [NB_DATA : 0] o_res
    );
    reg [NB_DATA-1 : 0] data_a_un;
    reg [NB_DATA-1 : 0] data_b_un;
    reg signed [NB_DATA-1 : 0] res;
    reg carry;
    always @(*)
    begin
        case(i_ops)
            6'b100000: 
                {carry,res} = data_a_un + data_b_un;
            6'b100010: 
                {carry,res} = {1'b0 , i_data_a - i_data_b};
            6'b100100: 
                {carry,res} = {1'b0 , i_data_a & i_data_b};
            6'b100101: 
                {carry,res} = {1'b0 , i_data_a | i_data_b};
            6'b100110: 
                {carry,res} = {1'b0 , i_data_a ^ i_data_b};
            6'b000011: 
                {carry,res} = {1'b0 , i_data_a >>> 1};
            6'b000010: 
                {carry,res} = {1'b0 , i_data_a >> 1};
            6'b100111: 
                {carry,res} = {1'b0 , ~(i_data_a | i_data_b)};
            default:
                {carry,res} = {1'b0 , i_data_a - i_data_b};
        endcase
    end
    always @(*)
    begin
        data_a_un = i_data_a;
        data_b_un = i_data_b;        
    end
    assign o_res = {carry,res};
endmodule
`timescale 1ns / 1ps
module baud_rate_generator
#(
    parameter CLK_FREQ = 100000000,
    parameter BAUD_RATE = 9600
)
(
    input i_clk,
    input i_reset,
    output o_tick
);
    localparam COUNT_MAX_VALUE = CLK_FREQ / (BAUD_RATE * 16);
    localparam NB_COUNTER = $clog2(COUNT_MAX_VALUE);
    reg tick;
    reg [NB_COUNTER-1:0] counter;
    always @(posedge i_clk)
    begin
        if(i_reset)
        begin
            counter <= 0;
        end
        else
        begin
            if(counter==COUNT_MAX_VALUE)
            begin
               counter <= 0;
            end
            else
            begin
                counter <= counter + 1;
            end       
        end
    end
    always@(*)
    begin
    if(counter==COUNT_MAX_VALUE)
        tick = 1;
    else
        tick = 0;
    end
    assign o_tick = tick;
endmodule
`timescale 1ns / 1ps
module interface_alu
#(
    parameter NB_DATA = 8,
    parameter NB_OPS = 6
)
(
    input i_clk,
    input i_reset,
    input [NB_DATA-1:0] i_rx_data,
    input i_rx_valid,
    input [NB_DATA-1:0] i_res,
    output [NB_DATA-1:0] o_data_a,
    output [NB_DATA-1:0] o_data_b,
    output [NB_OPS-1:0] o_ops,
    output [NB_DATA-1:0] o_tx_data,
    output o_tx_valid
);
    localparam STATE_0 = 4'b0001;
    localparam STATE_1 = 4'b0010;
    localparam STATE_2 = 4'b0100;
    reg [NB_DATA-1:0]data_a;
    reg [NB_DATA-1:0]data_b;
    reg [NB_OPS-1:0] ops;
    reg [3:0] state;
    reg [3:0] next_state;
    reg tx_valid;
    reg [1:0] location;
    always @(posedge i_clk) 
    begin
        if(i_reset)
            state <= STATE_0;
        else
            state <= next_state;
    end
    always@(posedge i_clk)
    begin
        if(i_reset)
        begin
            data_a <= 0;
            data_b <= 0;
            ops <= 0;
            location <= 0;
            tx_valid <= 0;
        end
        else
        begin
            case(state)
                STATE_0:
                begin
                    tx_valid <= 0;
                    if(i_rx_valid==1)
                    begin
                        if(i_rx_data == 8'hFF)
                            tx_valid <= 1;
                        else
                            location <= i_rx_data[1:0];
                    end
                end
                STATE_1:
                    if(i_rx_valid==1)
                        case(location)
                            0:
                                data_a <= i_rx_data;
                            1:
                                data_b <= i_rx_data;
                            default:
                                ops <= i_rx_data[NB_OPS-1:0];
                        endcase
                STATE_2:
                    tx_valid <= 1;
                default:
                    tx_valid <= 0;
            endcase
        end
    end
    always @(*)
    begin
        case(state)
            STATE_0:
                if(i_rx_valid==1)
                    begin
                        if(i_rx_data == 8'hFF)
                            next_state = STATE_2;
                        else
                            next_state = STATE_1;
                    end
                else
                    next_state = state;
            STATE_1:
                if(i_rx_valid==1)
                    next_state = STATE_0;
                else
                    next_state = state;   
            default:
                next_state = STATE_0;
        endcase
    end
    assign o_data_a = data_a;
    assign o_data_b = data_b;
    assign o_ops = ops;
    assign o_tx_data = i_res;
    assign o_tx_valid = tx_valid;
endmodule
`timescale 1ns / 1ps
module rx
#(
    parameter NB_DATA = 8
)
(
    input i_clk,
    input i_reset,
    input i_tick,
    input i_rx_data,
    output [NB_DATA-1:0]o_data,
    output o_valid
);
    localparam STATE_0 = 4'b0001;
    localparam STATE_1 = 4'b0010;
    localparam STATE_2 = 4'b0100;
    localparam STATE_3 = 4'b1000;
    reg valid;
    reg[3:0] state;
    reg[3:0] next_state;
    reg[NB_DATA-1:0] data;
    reg[3:0] tick_counter_15;
    reg[2:0] tick_counter_7;
    reg[3:0] rx_bit_counter;
    always @(posedge i_clk) 
    begin
        if(i_reset)
            state <= STATE_0;
        else
            state <= next_state;
    end
    always@(negedge i_clk)
    begin
        if(i_reset)
        begin
            tick_counter_7 <= 0;
            tick_counter_15 <= 0;
            rx_bit_counter <= 0;
        end
        else
        begin
            if(i_tick)
            begin
                case(state)
                    STATE_1:
                    begin
                        tick_counter_7 <= (tick_counter_7 + 1)%8;
                    end
                    STATE_2:
                    begin
                        tick_counter_15 <= (tick_counter_15 + 1)%16;
                        if(tick_counter_15==15)
                            begin
                                rx_bit_counter <= rx_bit_counter + 1;
                                data[rx_bit_counter] <= i_rx_data;
                            end
                    end
                    default:
                        begin
                            tick_counter_15 <= 0;
                            tick_counter_7 <= 0;
                            rx_bit_counter <= 0;
                        end
                endcase
            end
        end
    end
    always @(*)
    begin
        case(state)
            STATE_0:
                if(i_rx_data)
                    next_state = STATE_0;
                else
                    next_state = STATE_1;
            STATE_1:
                if(tick_counter_7<7)
                    next_state = STATE_1;
                else
                    if(i_rx_data == 1)
                        next_state = STATE_0;
                    else
                        next_state = STATE_2;
            STATE_2:
                if(rx_bit_counter==9)
                    begin
                        if(i_rx_data==1)
                            next_state = STATE_3;
                        else
                            next_state = STATE_0;
                    end
                else
                    next_state = STATE_2;
            STATE_3:
                next_state = STATE_0;
            default:
                next_state = STATE_0;
        endcase
    end
    always@(*)
    begin
        case(state)
            STATE_3:
                valid = 1;
            default:
                valid = 0;
        endcase
    end
    assign o_data = data;
    assign o_valid = valid;
endmodule
`timescale 1ns / 1ps
module top
#(
    parameter NB_DATA = 8,
    parameter NB_OPS = 6
)
(
    input i_clk,
    input i_reset,
    input i_rx_data,
    output o_tx_serial_data,
    output [NB_DATA-1:0] o_alu
);
    wire tick;
    wire [NB_DATA-1:0] rx_data;
    wire rx_valid;
    wire [NB_DATA-1:0] tx_data;
    wire tx_serial_data;
    wire tx_valid;
    wire [NB_DATA-1:0] data_a;
    wire [NB_DATA-1:0] data_b;
    wire [NB_OPS-1:0] ops;
    wire [NB_DATA-1:0] res;
    baud_rate_generator
    #(
        100000000,
        9600
    )
    u_baud_rate_generator
    (
        .i_clk(i_clk),
        .i_reset(i_reset),
        .o_tick(tick)
    );
    rx
    #(
        NB_DATA
    )
    u_rx
    (
        .i_clk(i_clk),
        .i_reset(i_reset),
        .i_tick(tick),
        .i_rx_data(i_rx_data),
        .o_data(rx_data),
        .o_valid(rx_valid)
    );
    tx
    #(
        NB_DATA
    )
    u_tx
    (
        .i_clk(i_clk),
        .i_reset(i_reset),
        .i_tick(tick),
        .i_valid(tx_valid),
        .i_data(tx_data),
        .o_tx_data(tx_serial_data)
    );
    interface_alu
    #(
        NB_DATA,
        NB_OPS
    )
    u_interface_alu
    (
        .i_clk(i_clk),
        .i_reset(i_reset),
        .i_rx_data(rx_data),
        .i_rx_valid(rx_valid),
        .i_res(res),
        .o_data_a(data_a),
        .o_data_b(data_b),
        .o_ops(ops),
        .o_tx_data(tx_data),
        .o_tx_valid(tx_valid)
    );
    alu 
    #(
        NB_DATA,
        NB_OPS
    )
    u_alu
    (
        .i_data_a(data_a),
        .i_data_b(data_b),
        .i_ops(ops),
        .o_res(res)
    );
    assign  o_tx_serial_data = tx_serial_data;
    assign o_alu = res;
endmodule
`timescale 1ns / 1ps
module tx
#(
    parameter NB_DATA = 8
)
(
    input i_clk,
    input i_reset,
    input i_tick,
    input i_valid,
    input [NB_DATA-1:0]i_data,
    output o_tx_data
);
    localparam STATE_0 = 3'b001;
    localparam STATE_1 = 3'b010;
    localparam STATE_2 = 3'b100;
    reg[2:0] state;
    reg[2:0] next_state;
    reg[NB_DATA:0] data;
    reg[3:0] tick_counter;
    reg[3:0] tx_bit_counter;
    reg tx_data;
    always @(posedge i_clk) 
    begin
        if(i_reset)
            state <= STATE_0;
        else
            state <= next_state;
    end
    always@(negedge i_clk)
    begin
        if(i_reset)
        begin
            data[0] <= 0;
        end
        else
        begin
            case(state) 
            STATE_1:
                begin
                    data[NB_DATA:1] <= i_data;
                end
            STATE_2:
                begin
                   if(i_tick)
                   begin
                        tick_counter <= (tick_counter + 1)%16;
                        if(tick_counter==15)
                        begin
                          data <= {data[0],data[NB_DATA:1]};
                          tx_bit_counter <= tx_bit_counter + 1;
                        end
                   end
                end
            default:
                begin
                    tx_bit_counter <= 0;
                    tick_counter <= 0;
                end
        endcase 
        end
    end
    always @(*)
    begin
        case(state)
            STATE_0:
            begin
                if(i_valid)
                    next_state = STATE_1;
                else
                    next_state = STATE_0;
            end
            STATE_1:
                next_state = STATE_2;
            STATE_2:
            begin
                if(tx_bit_counter == 9)
                    next_state = STATE_0;
                else
                    next_state = STATE_2;
            end
            default:
                next_state = STATE_0;                 
        endcase
    end
    always@(*)
    begin
        case(state)
            STATE_2:
                tx_data = data[0];
            default:
                tx_data = 1;
        endcase
    end
    assign o_tx_data = tx_data;
endmodule
==> metrics.yaml <==
detailed_routing:
  dr.pass1.iters: 15
  ant_nets: 0
  vias_per_cell: 5.37
  wl_met1_um: 5390
  antenna_cells: 0
  wl_met2_um: 4660
  drt_wl_total_um: 10500
  drtIter0Drc: 264
  drc: 0
  top_layer_used: "met4"
  wire_per_inst_um: 14.2
  wl_met3_um: 376
  vias: 3994
placed_design:
  dp_cells: 693
  pre_cts_slack_ns: -0.0689
  io_buffers: 11
  place_hpwl_um: 7720
  place_congestion: 0.909
  place_area_um2: 5100
cells_and_area:
  fin_util: 0.476
  drive_above_1_share: 0.0699
  area_delta_synth_final_pct: 14.1
  design_area_um2: 5530
  final_cells: 744
  fillCellCount: 1076
logic_synthesis:
  syn_avg_cell_area_um2: 8.76
  yosysTopAreaCellShare: 0.235
  top_area_cell: "dfxtp_1"
  synth_seq_share: 0.384
  synth_cells: 553
  synth_flops: 81
  synth_chip_area_um2: 4850
  yosys_warnings: 6
  synthArstFlopShare: 0
  synthTopCellsByCount: "81 x nor2_1, 57 x dfxtp_1, 44 x nand2_1, 37 x inv_1, 36 x ha_1"
  synth.most_common_cell: "nor2_1"
  ff_type: "dfxtp_1"
  synth-edff-count: 24
  syn-cell-area_um2: 4850
  synth.distinct_cells: 68
  yosys-stat-cells: 553
  synthTopCellsByArea: "dfxtp_1 24%, edfxtp_1 15%, ha_1 9.3%"
sta:
  tightest_slew_ns: 0.885
  skew_ns: 0.0610
  slew_headroom: 0.410
  final-setup-viol-count: 0
  finalHoldViolations: 0
  slew_violations: 0
  holdWs_ns: 0.431
  rsz0062_at_grt: "no"
  finalSetupTns_ns: 0
  setup_ws_ns: 0.166
grt:
  grt_max_degree: 44
  grt_first_pass_wirelength_um: 18000
  first_global_vias: 3695
  grt_antenna_before_repair: 0
  gr-usage-all-layers: 0.180
  overflow: 0
worst_setup_path:
  setup.worst_path.class: "reg -> reg"
  slowest_delay_ns: 0.58
  critPathCaptureType: "register"
  worst-path-max-fanout: 5
  crit_slowest_cell: "a2111oi_1"
  crit_chain: "inv_1 -> ha_1 -> nand4_1 -> nor2_1 -> a2111oi_1 -> buf_4 -> nand2_1 -> o41a_1"
  crit_arrival_ns: 2.61
  crit_required_ns: 2.77
  cp-start-kind: "register"
clock_network:
  cts_tree: "yes"
  cts_buffer_depth: 2
  htree_levels: 3
  clock-sinks: 81
  clock_latency_ns: 0.39
  cts.clk_slew.worst_paths_ns: 0.07
  cts_buffers: 9
  clock-root-buffer: "clkbuf_16"
  cts_hold_buf: 0
power:
  power.total_mw: 1.39
  p_leak_nw: 2.25
  power.density_nw_per_um2: 251
  max-vdd-ir-drop_mv: 0.186
floorplanning:
  fp_util: 0.417
  core_um2: 11600
  row_count: 39
  dieArea_um2: 12600
  die_width_um: 112
  num_io_pins: 12
  die_h_um: 112
run:
  drv_cap: 0
  warnings: 83
status:
  outcome: "complete, no violations"
hold_path:
  min_path_type: "reg -> reg"
cells by family (layout without fill, tap and decap cells):
family	Yosys count	count (layout)	synth area share
AND/OR/NAND/NOR	224	224	0.226
AND-OR/OR-AND	109	109	0.156
flip-flops	81	81	0.384
buffers and inverters	60	108	0.0491
adder cells (fa/ha/maj)	38	38	0.101
multiplexers	28	28	0.0602
XOR/XNOR	13	13	0.0235
critical path: cells and delay by family, from the launching register on:
kind,cells,cell delay [ns]
AND-OR/OR-AND,2,0.96
buffers and inverters,2,0.28
flip-flops,1,0.42
AND/OR/NAND/NOR,3,0.23
adder cells (fa/ha/maj),1,0.39
placed cells by master, fill, tap and decap left out, types with 3 or more instances in the layout:
| master | n |
|---|---|
| mux2i_1 | 19 |
| o21ai_0 | 15 |
| a221oi_1 | 7 |
| and2_1 | 7 |
| ha_1 | 36 |
| and3_1 | 6 |
| mux2_2 | 8 |
| a21oi_1 | 35 |
| xnor2_1 | 8 |
| dfxtp_1 | 57 |
| buf_4 | 9 |
| nand4_1 | 6 |
| a211oi_1 | 4 |
| a22o_1 | 5 |
| o21a_1 | 3 |
| a21o_1 | 4 |
| nor2b_1 | 4 |
| nor3_1 | 15 |
| a22oi_1 | 3 |
| nand4b_1 | 3 |
| clkbuf_16 | 9 |
| nand3_1 | 22 |
| nand2b_1 | 10 |
| nand2_1 | 44 |
| clkdlybuf4s50_1 | 10 |
| inv_1 | 72 |
| xor2_1 | 5 |
| edfxtp_1 | 24 |
| or3_1 | 5 |
| nor2_1 | 81 |
where the power goes:
group / switching [mW] / internal (mW)
Combinational: 0.0145 / 0.00752
Sequential: 0.00474 / 0.643
Clock: 0.319 / 0.400
area by class of cell:
class,count,area [µm²],area share
Clock inverter,43,203,0.0366
Timing Repair Buffer,20,173,0.0312
Clock buffer,9,225,0.0407
Tap cell,143,179,0.0323
Sequential cell,81,1860,0.337
Multi-Input combinational cell,412,2760,0.498
Inverter,36,135,0.0244
what timing repair did:
action / in CTS / in global routing
gates cloned: 0 / 0
gates resized: 1 / 1
endpoints found under the setup margin: 1 / 1
setup buffers: 0 / 0
per-layer routing:
metal | vias to the layer above | global-route usage
met3 | 6 | 0.0242
met4 | 0 | 0.0240
li1 | 2056 | -
met1 | 1848 | 0.286
met2 | 84 | 0.279
met5 | - | 0
worst paths after layout:
kind	startpoint	end	slack [ns]	cells past startpoint
worst min register to register	u_tx.state[0]$_DFF_P_	u_tx.state[2]$_DFF_P_	0.43	2
worst min-delay path	u_tx.state[0]$_DFF_P_	u_tx.state[2]$_DFF_P_	0.43	2
worst max-delay path	u_interface_alu.data_a[7]$_SDFFE_PP0P_	u_tx.data[8]$_DFFE_NP_	0.17	8
worst max register to register	u_interface_alu.data_a[7]$_SDFFE_PP0P_	u_tx.data[8]$_DFFE_NP_	0.17	8
sequential cells by signal, indices dropped and copies added, names as in the netlist:
name	cells
u_interface_alu.data_a	8
u_tx.state	3
u_rx.rx_bit_counter	4
u_tx.tick_counter	4
u_baud_rate_generator.counter	10
u_rx.tick_counter_15	4
u_interface_alu.ops	6
u_rx.tick_counter_7	3
u_interface_alu.state	3
u_interface_alu.tx_valid	1
u_interface_alu.data_b	8
u_tx.data	9
u_rx.state	4
u_interface_alu.location	2
u_tx.tx_bit_counter	4
u_rx.data	8
Power figures rest on the tool's default switching activity, not on a simulated workload.
